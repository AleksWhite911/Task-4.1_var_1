### ./run.sh
#!/bin/bash
# OpenROAD 26Q1-2900-gdf79404cd8, Yosys 0.63+post, stock flow scripts
make -C /OpenROAD-flow-scripts/flow DESIGN_CONFIG=/design/flow/config.mk WORK_HOME=/design/flow/orfs finish
### ./config.mk
export PLATFORM = sky130hd
export DESIGN_NAME = stream_upsize
export DESIGN_NICKNAME = stream_upsize
export VERILOG_FILES = /design/flow/design.v
export SDC_FILE = /design/flow/constraint.sdc
export NUM_CORES = 4
export LEC_CHECK = 1
export CORE_UTILIZATION = 40
export SYNTH_HDL_FRONTEND = slang
### ./constraint.sdc
current_design stream_upsize

set clk_period 4.2
set clk_io_pct 0.2

create_clock -name clk0 -period $clk_period [get_ports {clk}]

set non_clock_inputs [all_inputs -no_clocks]
set_input_delay [expr $clk_period * $clk_io_pct] -clock clk0 $non_clock_inputs
set_output_delay [expr $clk_period * $clk_io_pct] -clock clk0 [all_outputs]
### ./design.v
module flip_flop_fifo
# (
    parameter width = 8, depth = 10
)
(
    input                clk,
    input                rst,
    input                push,
    input                pop,
    input  [width - 1:0] write_data,
    output [width - 1:0] read_data,
    output               empty,
    output               full
);
    localparam pointer_width = $clog2 (depth),
               counter_width = $clog2 (depth + 1);
    localparam [counter_width - 1:0] max_ptr = counter_width' (depth - 1);
    logic [pointer_width - 1:0] wr_ptr, rd_ptr;
    logic wr_ptr_odd_circle, rd_ptr_odd_circle;
    logic [width - 1:0] data [0: depth - 1];
    always_ff @ (posedge clk or posedge rst)
        if (rst)
        begin
            wr_ptr <= '0;
            wr_ptr_odd_circle <= 1'b0;
        end
        else if (push)
        begin
            if (wr_ptr == max_ptr)
            begin
                wr_ptr <= '0;
                wr_ptr_odd_circle <= ~ wr_ptr_odd_circle;
            end
            else
            begin
                wr_ptr <= wr_ptr + 1'b1;
            end
        end
    always_ff @ (posedge clk or posedge rst)
        if (rst)
        begin
            rd_ptr <= '0;
            rd_ptr_odd_circle <= 1'b0;
        end
        else if (pop)
        begin
            if (rd_ptr == max_ptr)
            begin
                rd_ptr <= '0;
                rd_ptr_odd_circle <= ~ rd_ptr_odd_circle;
            end
            else
            begin
                rd_ptr <= rd_ptr + 1'b1;
            end
        end
    always_ff @ (posedge clk)
        if (push)
            data [wr_ptr] <= write_data;
    assign read_data = data [rd_ptr];
    wire equal_ptrs = (wr_ptr == rd_ptr);
    assign empty = equal_ptrs & wr_ptr_odd_circle == rd_ptr_odd_circle;
    assign full  = equal_ptrs & wr_ptr_odd_circle != rd_ptr_odd_circle;
endmodule
module stream_upsize #(
  parameter T_DATA_WIDTH = 4,
  parameter T_DATA_RATIO = 2
)(
  input  logic                    clk,
  input  logic                    rst_n,
  input  logic [T_DATA_WIDTH-1:0] s_data_i,
  input  logic                    s_last_i,
  input  logic                    s_valid_i,
  output logic                    s_ready_o,
  output logic [T_DATA_WIDTH-1:0] m_data_o [T_DATA_RATIO-1:0],
  output logic [T_DATA_RATIO-1:0] m_keep_o,
  output logic                    m_last_o,
  output logic                    m_valid_o,
  input  logic                    m_ready_i,
  output logic [T_DATA_RATIO-1:0] push_data_for_fifo  
);
logic [T_DATA_RATIO-1:0] fifo_full, counter_trn_reg, counter_trn, pointer, pop_data_for_fifo, fifo_empty;
logic [T_DATA_WIDTH-1:0] data_fifo [T_DATA_RATIO-1:0];
logic [T_DATA_RATIO-1:0] m_keep_o_logic;
logic trn_vld, push_keep, pop_keep, empty_keep, full_keep, overflow, overflow_ptr;
generate
for(genvar i = 0; i < T_DATA_RATIO; i++) begin : flip_flop_fifo
  flip_flop_fifo #(T_DATA_WIDTH, 10) flip_flop_fifo (
    .clk(clk),
    .rst(~rst_n),
    .push(push_data_for_fifo[i]),
    .pop(pop_data_for_fifo[i]),
    .write_data(s_data_i),
    .read_data(data_fifo[i]),
    .empty(fifo_empty[i]),
    .full(fifo_full[i])
  );
end
for(genvar fifo_idx = 0; fifo_idx < T_DATA_RATIO; fifo_idx++) begin : fifo_matrix
  assign m_data_o[fifo_idx] = data_fifo[fifo_idx];
end
endgenerate
  flip_flop_fifo #(T_DATA_RATIO, 10) m_keep_fifo (
    .clk(clk),
    .rst(~rst_n),
    .push(push_keep),
    .pop(pop_keep),
    .write_data(m_keep_o_logic),
    .read_data(m_keep_o),
    .empty(empty_keep),
    .full(full_keep)  
  );
always_comb
  if (s_valid_i && s_ready_o) begin
    push_data_for_fifo = pointer;
  end else begin
    push_data_for_fifo = '0;
  end
always_comb
    if (m_ready_i && ~empty_keep) begin
      pop_keep = 1'b1;
      m_valid_o = 1'b1;
      pop_data_for_fifo = m_keep_o;
    end else begin
      pop_keep = '0;
      m_valid_o = '0;
      pop_data_for_fifo = '0;
    end    
always_comb begin
  if ((counter_trn_reg == T_DATA_RATIO) && ~s_last_i && ~full_keep) begin
    push_keep = 1'b1;
    s_ready_o =   '0;
    overflow =  1'b1;
  end else if (s_last_i && ~full_keep) begin
    push_keep = 1'b1;
    s_ready_o =   '0;
    overflow =  1'b1;
  end else begin
    push_keep =   '0;
    s_ready_o = 1'b1;
    overflow  =   '0;
  end
  if ((pointer == T_DATA_RATIO) || s_last_i)
    overflow_ptr = 1'b1;
  else
    overflow_ptr = '0;
end
 always_ff @ (posedge clk) begin
    if (~rst_n) begin
      counter_trn_reg   <= 0;
      m_keep_o_logic    <= 0;
      pointer           <= 1;
    end else begin
      if (s_valid_i && ~s_last_i && ~overflow && s_ready_o) begin
        counter_trn_reg <= counter_trn_reg + 1'b1;
        m_keep_o_logic  <= m_keep_o_logic + push_data_for_fifo;
      end else if (overflow) begin
        counter_trn_reg <= 0;
        m_keep_o_logic  <= 0;
      end 
      if (s_valid_i && s_ready_o && ~s_last_i && ~overflow_ptr)
        pointer <= pointer * 2;
      else if (overflow_ptr && s_valid_i && s_ready_o && ~s_last_i)
        pointer <= 1;
    end
end
endmodule
==> results.json <==
{
  "fin_crit_sh": 0.870,
  "top_cell_area_share": 0.511,
  "ff_type": "edfxtp_1",
  "synthAoiAreaFrac": 0.0609,
  "clock_path_buffers": 2,
  "root_buffer": "clkbuf_16",
  "via_per_inst": 5.19,
  "edf_count": 100,
  "start_kind": "register",
  "p_int_mw": 3.10,
  "ys_sh_xor": 0.0298,
  "syn2layout_area_growth_pct": 14.9,
  "insertion_delay_ps": 410,
  "globalplace.congestion": 0.783,
  "holdWs_ps": 463,
  "synthMuxAreaShare": 0.110,
  "power_frac_seq": 0.439,
  "hold_path_class": "register to register",
  "topCellsByArea": "edfxtp_1 51%, dfrtp_1 11%, mux4_2 6.9%",
  "period_needed_ps": 3650,
  "setup_slack_ps": 547,
  "row_count": 43,
  "path_cells": "xnor2_1, and4_4, a21oi_4, inv_2, nand3_1, inv_1, clkdlybuf4s50_1",
  "syn_inst": 409,
  "via_count": 3221,
  "power.leakage_nw": 2.34,
  "regMostFlops": "flip_flop_fifo.flip_flop_fifo.data",
  "gr-usage-all-layers": 0.161,
  "clock_sinks": 132,
  "final_core_util": 0.479,
  "crit_type": "register to primary output",
  "clock_skew_ps": 9.40,
  "seq_area_frac_synth": 0.643,
  "top_logic_kind": "simple AND/OR/NAND/NOR gates",
  "hpwlAfterDp_um": 6950,
  "grt_setup_unrepaired": "false",
  "grt_max_degree": 29,
  "h-tree-depth": 4,
  "r2r_cells": 11,
  "switchingPower_mw": 1.36,
  "drc": 0,
  "numSynthFlops": 132,
  "slew_violations": 0,
  "irDropWorstVdd_uv": 241,
  "dp_slack_ps": 604,
  "yosysWarnings": 1,
  "fmaxAchievable_mhz": 274,
  "overflow": 0,
  "largest_register_ffs": 80,
  "worst-path-max-fanout": 14,
  "powerDensity_nw_per_um2": 661,
  "crit_family": "buffers and inverters",
  "die-area_um2": 15200,
  "final_layout_size_suffix_gt1_frac": 0.161,
  "finalSetupTns_ps": 0,
  "tightestPinTransition_ps": 786,
  "clockPowerShare": 0.302,
  "holdPathStages": 2,
  "switching_share": 0.305,
  "largest_area_cell": "edfxtp_1",
  "cpPeakStageDelay_ps": 760,
  "crit_arrival_ps": 2810,
  "fp.dieH_um": 123,
  "cts_resized": 0,
  "p_comb_frac": 0.259,
  "ys_cells": 409,
  "avgSynthCellArea_um2": 14.4,
  "cts_setup_buffers": 0,
  "coreArea_um2": 14100,
  "synthAdderAreaFrac": 0.00426,
  "relSlewSlack": 0.472,
  "required_ps": 3360,
  "synthDistinctLibCells": 62,
  "reg_top3": "flip_flop_fifo.flip_flop_fifo.data (80), m_keep_fifo.data (20)",
  "cp.depth": 7,
  "finalSetupViolCount": 0,
  "cap_viol_max_count": 0,
  "wl_per_cell_um": 16.6,
  "cts_buffers": 17,
  "ant_nets": 0,
  "clk_pin_slew_ps": 50,
  "slowest_stage": "dfrtp_1",
  "netlist_area_um2": 5870,
  "port-buffer-count": 22,
  "fp-utilization": 0.417,
  "tool_warnings": 25,
  "diodes": 0,
  "crit_buf_inv": 3,
  "status": "complete, no violations",
  "drt_iter0_drc": 156,
  "tritoncts": "done",
  "cts_hold_buf": 0,
  "ios": 24,
  "routed_wirelength_um": 10300,
  "finalPower_mw": 4.46,
  "hold_violations": 0,
  "dieWidth_um": 123,
  "cp-end-kind": "primary output",
  "grt_pass1_wl_um": 17300,
  "ys_async_sr_fraction": 0.197,
  "ys_sh_simple": 0.119,
  "grt_pass1_vias": 3353,
  "antenna_found_initial": 0,
  "yosys_area_um2": 5870,
  "first_pass_iters": 4
}
-- logic make-up (layout without fill, tap and decap cells) --
logic type      count (synthesis)  after routing
flops                         132            132
simple gates                  128            128
compound gates                 47             47
mux                            40             40
buf+inv                        39             71
xor+xnor                       20             20
fa+ha+maj                       2              2
other cells                     1              1
-- final timing paths --
check / start / end / slack [ps]
max: m_keep_fifo.rd_ptr[0]$_DFFE_PN0P_ / push_data_for_fifo[0] / 550
min: counter_trn_reg[0]$_SDFFE_PN0P_ / counter_trn_reg[0]$_SDFFE_PN0P_ / 460
max reg2reg: m_keep_fifo.rd_ptr[0]$_DFFE_PN0P_ / m_keep_o_logic[1]$_SDFFE_PN0P_ / 1110
min reg2reg: counter_trn_reg[0]$_SDFFE_PN0P_ / counter_trn_reg[0]$_SDFFE_PN0P_ / 460
max in group asynchronous: rst_n / m_keep_fifo.wr_ptr_odd_circle$_DFFE_PN0P_ / 3090
min in group asynchronous: rst_n / flip_flop_fifo[1].flip_flop_fifo.rd_ptr[2]$_DFFE_PN0P_ / 830
-- power by group through the flow --
stage,logic [mW],registers [mW],clock network [mW]
CTS,1.18,1.97,1.38
global route,1.29,2.01,1.44
finish,1.16,1.96,1.35
-- cells in the mapped netlist, drive strengths merged (4+ instances only) --
library cell  count
buf              15
nand4             4
o21ai             4
xor2              7
nor2b            17
xnor2            13
mux2i            13
nand2            17
a21oi            16
inv              13
nand3            10
edfxtp          100
mux2              9
nand2b           11
nor3             12
clkbuf           11
nor2             38
a211oi            8
dfrtp            26
mux4             18
dfxtp             6
or3               4
-- worst min-delay path: cells and delay by family (launching register included) --
| family | cells | cell delay [ps] |
|---|---|---|
| AOI/OAI and AO/OA | 1 | 50 |
| DFF | 1 | 300 |
| and+or+nand+nor | 1 | 60 |
-- routing by layer --
metal	track usage	wire (µm)	share of wire
met1	0.254	4720	0.46
met2	0.250	5000	0.48
met3	0.0438	439	0.043
met4	0.0218	167	0.016
met5	0	0	0
-- area by class of cell --
cell class,instances,area [µm²]
fill,1198,7350
sequential,132,3770
multi-input combinational,238,1900
clock buffer,27,493
timing repair buffer,26,250
tap,180,225
clock inverter,5,55.1
inverter,13,48.8
-- stage by stage --
stage                     instances  area, µm²
after floorplan                 409       5870
after global placement          589       6200
after detailed placement        589       6200
after CTS                       621       6750
after global routing            621       6750
final                           621       6750
-- cell usage in the layout (no fill, tap or decap), types with 4 or more instances in the layout --
cell             synthesis  routed
edfxtp_1               100     100
nor2_1                  38      38
dfrtp_1                 26      26
clkdlybuf4s50_1          0      22
mux4_2                  18      18
nor2b_1                 17      17
nand2_1                 17      17
clkbuf_16                0      17
a21oi_1                 14      14
mux2i_1                 13      13
xnor2_1                 13      13
nand2b_1                11      11
inv_1                   10      10
nand3_1                 10      10
nor3_1                  10      10
a211oi_1                 8       8
xor2_1                   7       7
clkbuf_1                11       7
dfxtp_1                  6       6
mux2_2                   5       5
nand4_1                  4       4
buf_4                    3       4
No activity file was given, so power comes from the tool's default toggle rates.
